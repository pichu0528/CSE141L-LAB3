<file path="run.sh">
#!/bin/bash
# OpenROAD 26Q1-2900-gdf79404cd8, Yosys 0.63+post, stock flow scripts
make -C /OpenROAD-flow-scripts/flow DESIGN_CONFIG=/design/flow/config.mk WORK_HOME=/design/flow/orfs finish
</file>
<file path="config.mk">
export PLATFORM = sky130hd
export DESIGN_NAME = reg_file
export DESIGN_NICKNAME = reg_file
export VERILOG_FILES = /design/flow/design.v
export SDC_FILE = /design/flow/constraint.sdc
export NUM_CORES = 4
export LEC_CHECK = 1
export CORE_UTILIZATION = 50
</file>
<file path="constraint.sdc">
current_design reg_file

set clk_period 12.3
set clk_io_pct 0.2

create_clock -name clk0 -period $clk_period [get_ports {clk}]

set non_clock_inputs [all_inputs -no_clocks]
set_input_delay [expr $clk_period * $clk_io_pct] -clock clk0 $non_clock_inputs
set_output_delay [expr $clk_period * $clk_io_pct] -clock clk0 [all_outputs]
</file>
<file path="design.v">
module reg_file  #(
        parameter addr_width_p = 6,
        parameter data_width_p = 32
    )
    (
        input clk,
        input [addr_width_p-1:0] rs_addr_i,
        input [addr_width_p-1:0] rd_addr_i,
        input [addr_width_p-1:0] w_addr_i,
        input wen_i,
        input [data_width_p-1:0] w_data_i,
        output logic [data_width_p-1:0] rs_val_o,
        output logic [data_width_p-1:0] rd_val_o
    );
    logic [data_width_p-1:0] RF [0:2**addr_width_p-1];
    assign rs_val_o = RF [rs_addr_i];
    assign rd_val_o = RF [rd_addr_i];
    always_ff @ (posedge clk)
        begin
        if (wen_i)
            begin
            RF [w_addr_i] <= w_data_i;
        end     
    end
endmodule
</file>
==> results.json <==
{
  "edf_count": 2048,
  "period_needed_ns": 9.54,
  "postCtsHoldBufs": 0,
  "via_per_inst": 6.88,
  "warnings": 26,
  "floorplan.core_util": 0.503,
  "placed_area_sq_um": 99200,
  "use_met2": 0.476,
  "top_area_frac": 0.652,
  "std_cell_rows": 159,
  "drt-initial-drc-count": 3317,
  "drc": 0,
  "die_h_um": 436,
  "grt-busiest-layer": "met2",
  "worstPathMaxFanout": 64,
  "worstPathRequired_ns": 9.84,
  "routedWlPerCell_um": 40.4,
  "netlist_area_sq_um": 94400,
  "die_width_um": 436,
  "post-route-period-util": 0.775,
  "path_cells": "buf_8, buf_12, buf_4, mux4_2, o22ai_1, a211oi_1, o21ai_1, a21oi_1, clkdlybuf4s50_1",
  "synth_warnings": 1,
  "vias": 49800,
  "cts.path.max_buffers": 3,
  "cts_tree": "built",
  "h-tree-depth": 4,
  "ant_nets": 0,
  "cp_slowest_stage_delay_ns": 0.94,
  "yosysSeqAreaShare": 0.652,
  "critPathBufInv": 4,
  "worst_slew_pin_slew_ns": 1.14,
  "clk_pin_slew_worst_paths_ns": 0.06,
  "cap_violations": 0,
  "pre_cts_ws_ns": 3.01,
  "drt_pass1_iterations": 5,
  "run_status": "completed",
  "worst_setup_path_end_kind": "output port",
  "antenna_found_initial": 13,
  "syn_inst": 4348,
  "syn-mean-instance-area_sq_um": 21.7,
  "utilization": 0.564,
  "critPathLaunchType": "input port",
  "wl_um": 292000,
  "chipArea_sq_um": 191000,
  "gp_congestion": 0.889,
  "hold_class": "input port to flip-flop",
  "nFillCells": 13600,
  "seqCellArea_sq_um": 61500,
  "post_cts_buffers": 0,
  "power_density_nw_per_um2": 144,
  "fin_tns_setup_ns": 0,
  "timing_worst_setup_path_type": "input port to output port",
  "grt_start_max_net_pins": 82,
  "rsz0062_at_grt": "false",
  "final_max_slew_viol_count": 0,
  "top_regs": "RF (2048)",
  "finalSetupViolCount": 0,
  "ys.flop_type": "edfxtp_1",
  "cts.sinks": 2048,
  "grt_pass1_wl_um": 415000,
  "layout_setup_ws_ns": 2.76,
  "largest-register": "RF",
  "layout.area.comb_sq_um": 31700,
  "synth.area.top_cells": "edfxtp_1, mux4_2, mux2i_1",
  "relSlewSlack": 0.238,
  "ys_cells": 4348,
  "cp_top_family": "AND-OR/OR-AND gates",
  "grt-ovfl-total": 0,
  "ys_area_sq_um": 94400,
  "crit_arrival_ns": 7.08,
  "area_growth_pct": 12.1,
  "cts_resized": 0,
  "leakage_nw": 32.9,
  "yosysMostFrequentCell": "edfxtp_1",
  "slowest_stage": "a21oi_1",
  "largest_register_ff_count": 2048,
  "yosysUniqueCellTypes": 37,
  "core_sq_um": 188000,
  "io_buffer_count": 115,
  "vdd_drop_max_mv": 0.142,
  "root_buffer": "clkbuf_16",
  "hpwl_um": 168000,
  "finalInstanceArea_sq_um": 106000,
  "fmax_mhz": 105,
  "grt_pass1_vias": 56100,
  "grt_util_met3": 0.320,
  "io_pins": 116,
  "cts_made_buffers": 209,
  "synthArstFlopShare": 0,
  "top_area_cell": "edfxtp_1",
  "grtUsageMet1": 0.442,
  "grt_usage": 0.356,
  "common_cells": "edfxtp_1, mux4_2, mux2i_1, clkbuf_1, buf_2",
  "hold_viol": 0,
  "layout-drive-gt1-share": 0.381,
  "ys_ff": 2048
}
per-stage QoR:
stage                     total power [mW]  hold WS (ns)  std cells
final                                 15.2          2.17       7238
after global routing                  15.6          2.16       7237
after CTS                             15.3          2.11       7231
after detailed placement              9.21          3.02       6846
after global placement                9.21          3.01       6846
after floorplan                       8.65          2.56       4348
final timing paths:
kind	from	end	depth (start not counted)
max	rs_addr_i[2]	rs_val_o[2]	9
min	w_data_i[19]	RF[18][19]	1
layout by cell type (no fill, tap or decap), drive strengths merged:
cell type	Yosys	layout
clkdlybuf4s50	0	72
nor3	3	3
bufinv	0	12
a22oi	85	85
mux2	36	36
nand3b	6	6
nand2	93	93
or3	2	2
nor2	94	94
nand2b	8	8
inv	1	5
o21ai	49	49
nand4b	1	1
diode	0	7
o221ai	16	16
a221oi	13	13
or3b	2	2
o211a	1	1
o32a	9	9
buf	212	278
a211oi	15	15
o211ai	27	27
o22ai	56	56
nor2b	19	19
o41ai	1	1
nand4	2	2
mux2i	204	204
clkinvlp	0	8
a21oi	58	58
or2	3	3
a21boi	1	1
a32oi	9	9
edfxtp	2048	2048
clkinv	0	93
mux4	1124	1124
clkbuf	135	268
and2	6	6
nand3	9	9
power by group:
group | total [mW] | internal (mW) | switching, mW
Sequential | 7.75 | 7.73 | 0.0186
Clock | 6.13 | 3.48 | 2.66
Combinational | 1.32 | 0.554 | 0.763
Total | 15.2 | 11.8 | 3.44
metal layers:
layer,wire length [um],vias up
met5,1180,-
met1,85000,25500
met2,133000,3919
met4,11200,24
li1,-,19800
met3,62000,577
layout make-up:
type,instances,area share
Multi-Input combinational cell,1952,0.299
Timing Repair Buffer,350,0.0278
Tap cell,2495,0.0295
Clock inverter,117,0.00814
Clock buffer,268,0.0536
Antenna cell,7,0.000166
Sequential cell,2048,0.582
Inverter,1,0.0000355
logic make-up (layout without fill, tap and decap cells):
logic type	after synthesis	after routing	synth area share
DFF	2048	2048	0.652
muxes	1364	1364	0.294
buffers and inverters	348	736	0.0185
AOI/OAI and AO/OA	340	340	0.0242
and+or+nand+nor	248	248	0.0115
other	0	7	0
Power and IR drop assume default switching activity.
